==> design/flow/design.v <==
module cpu
(
  input  wire CLK  ,
  input  wire RST  ,
  output wire HALT  
);
  reg [4:0] pc;          
  reg [7:0] ac;          
  reg [7:0] mem [0:31];  
  wire [7:0] instruction = mem[pc];			 
  wire [7:5] opcode      = instruction[7:5]; 
  wire [4:0] operand     = instruction[4:0]; 
  wire [7:0] rvalue      = mem[operand];	 
  always @(posedge CLK)
    if ( RST )
      pc <= 0 ;
    else
      case ( opcode )
        0: begin                    pc<=pc;         end  
        1: begin                    pc<=pc+1+(!ac); end  
        2: begin ac <= ac + rvalue; pc<=pc+1;       end  
        3: begin ac <= ac & rvalue; pc<=pc+1;       end  
        4: begin ac <= ac ^ rvalue; pc<=pc+1;       end  
        5: begin ac <=      rvalue; pc<=pc+1;       end  
        6: begin mem[operand]<=ac;  pc<=pc+1;       end  
        7: begin                    pc<=operand;    end  
      endcase
  assign HALT = opcode == 0;
endmodule
==> design/flow/run.sh <==
#!/bin/bash
# OpenROAD 26Q1-2900-gdf79404cd8, Yosys 0.63+post, stock flow scripts
make -C /OpenROAD-flow-scripts/flow DESIGN_CONFIG=/design/flow/config.mk WORK_HOME=/design/flow/orfs finish
==> design/flow/config.mk <==
export PLATFORM = sky130hd
export DESIGN_NAME = cpu
export DESIGN_NICKNAME = cpu
export VERILOG_FILES = /design/flow/design.v
export SDC_FILE = /design/flow/constraint.sdc
export NUM_CORES = 4
export LEC_CHECK = 1
export CORE_UTILIZATION = 30
==> design/flow/constraint.sdc <==
current_design cpu

set clk_period 11.3
set clk_io_pct 0.2

create_clock -name clk0 -period $clk_period [get_ports {CLK}]

set non_clock_inputs [all_inputs -no_clocks]
set_input_delay [expr $clk_period * $clk_io_pct] -clock clk0 $non_clock_inputs
set_output_delay [expr $clk_period * $clk_io_pct] -clock clk0 [all_outputs]
==> design notes <==
The run finished with clean final reports. Cell type contributing the most total cell area after synthesis: edfxtp_1. Synthesis handed over a netlist of 1000 instances. The depth of the worst register-to-register path is 22. The final setup violation count was 0; the fmax was 0.141 GHz.

Average wire per standard cell: 27.6 µm. For reference, the top cells by count after synthesis are edfxtp_1, nand2_1, mux2i_1. The via count of the first global-routing pass was 9938; the max-cap check violation count was 0. For the level count of the clock H-tree, the log shows 1. The endpoint of the worst-slack reg-to-reg timing path was ac[7]$_DFFE_PP_. The post-cts sizing count came out at 0.

The run gives 7.37 ns for the data arrival time of the critical path. The tally of buffers added on design ports works out to 2. In this run, distinct cell masters in the synthesized netlist total 75.

The synthesis report lists the most area-consuming cells as edfxtp_1, mux4_2, mux2i_1. After floorplanning, the core was sized to cover 0.0465 mm². The tools report the worst max-slew margin expressed relative to the limit as 37.1%. Clock root buffer master: clkbuf_16.

At the later pin of the worst-skew pair, clock insertion delay measures 0.55 ns. The transition at the pin with the smallest max-transition slack came out at 0.940 ns. The most used flip-flop cell is edfxtp_1. After layout, the worst path uses 62.6% of the clock period.

The worst setup path is launched from a register. STA lists the startpoint of the worst hold path as pc[4]$_SDFFE_PP0N_. In this run the mean area of a mapped cell was 14.1 µm².

Global routing used 20.8% of the available tracks. The number of synthesis warnings was 1; the wire length of the first global-routing pass was 67600 µm. The stage logs contain a warning count of 27. The tools report the number of iterations in the first detailed-routing pass as 5.

According to the CTS report, the clock sink count is 274. The synthesized netlist has a Yosys-reported chip area of 0.0141 mm². After global routing the overflow that remains totals 0. The remaining routing DRC violations was 0.

The most frequently used cell type in the post-synthesis netlist was edfxtp_1. The run gives 0.06 ns for the clock-pin transition on the worst setup and hold timing paths. In this run the vertical extent of the chip is 219 µm.

At the end of routability-driven placement, the weighted congestion stood at 1.04. The final setup TNS is 0 ns. The most critical min-delay path falls under register to register.

In this run the deepest clock path goes through 3 buffers. TritonCTS built the clock tree. For this block, the via count after detailed routing is 9643.

STA classifies the critical path endpoint as a register. The final antenna diode tally reported by the flow is 0. The count of antenna-violating nets left after detailed routing is 0. Clock tree synthesis inserted a total of 30 buffers. Pre-placement core utilization: 30.3%. Per the repair_timing log after CTS, setup buffers inserted total 0. The number of hold buffers added after CTS is 0, and the biggest fanout along the worst timing path is 27. Category of the most critical setup path: register to register. For this run, asynchronously set or reset flops after synthesis account for 0%. With the half-perimeter wire length after detailed placement at 31900 µm, the wire length reported by the detailed router is 46100 µm. Setup repair after global routing left no endpoint under its margin. Per the synth log, the flip-flop and latch total comes to 274. The die is 219 µm wide. After synthesis, the largest area contributor takes up 56.3% of total cell area. Per the log, the first TritonRoute iteration ended with a DRC count of 1066. The tools report the minimum hold slack as 0.545 ns. The vias per cell was 5.78. The sequential share of the synthesized area was 57.7%; the fraction of final layout cells with drive strength greater than 1 was 19.2%.

The worst-case reg-to-reg setup slack stands at 4.23 ns. The synthesized netlist occupies a cell area of 0.0141 mm². Data on the critical path is required at its endpoint by 11.60 ns. The area growth from synthesis to layout is 13.0%. The number of core rows is 79, and the number of enable-type register cells in the synthesized netlist is 264. The tools report the final tally of hold violations as 0. For this design, Yosys synthesis ends with a cell count of 1000.

The run gives 3 for the number of placed I/O pins. The logs give 0 for the final max-slew violation count and 0 for the number of antenna violations at the first check in global routing. After layout, the setup clock skew is reported as 0.0170 ns. The chip area was 0.0478 mm².

The run gives 2 for the cell depth of the worst hold path. Subtracting the final worst setup slack from the clock period gives 7.07 ns. The pin count of the biggest net entering global routing was 78.
## worst max path at each step
stage	endpoint	slack, ns
final	ac[7]$_DFFE_PP_	4.23
after global routing	ac[7]$_DFFE_PP_	3.86
after CTS	ac[7]$_DFFE_PP_	4.29
## registers in the layout (all words and copies together) (netlist names), named ones only
register and flops:
pc 5, ac 8, mem 256
## stage by stage
stage	instance area, µm²	utilization (%)	cells	worst slack (ns)
after CTS	15900	34.3	1667	4.29
after global routing	15900	34.3	1667	3.86
after floorplan	14100	-	1000	6.33
final	15900	34.3	1667	4.23
after detailed placement	14900	32.1	1611	4.31
after global placement	14900	32.1	1611	4.48
## kinds of logic after synthesis
kind of cell / Yosys count / synth area share, %
AND-OR/OR-AND: 174 / 9.49
flip-flops: 274 / 57.7
AND/OR/NAND/NOR: 281 / 9.23
buffers and inverters: 66 / 3.07
multiplexers: 187 / 18.9
XOR/XNOR: 4 / 0.249
adder cells (fa/ha/maj): 14 / 1.30
## layout make-up
class,count,area (µm²)
clock buffer,34,787
clock inverter,22,201
fill,4427,30500
inverter,9,35.0
multi-input combinational,660,5530
sequential,274,8130
tap,607,759
timing repair buffer,61,463
## critical path, cell delays in order, from the launching register on
cell and delay [ns]:
dfxtp_4 0.64, buf_4 0.54, mux4_2 0.32, nand2_1 0.05
and3_1 0.21, a31oi_1 0.48, o211a_1 0.47, buf_4 0.30
nor2_2 0.06, a32o_1 0.27, a222oi_1 0.49, nor4b_2 0.50
ha_1 0.34, a21o_1 0.18, a21o_1 0.19, a21o_1 0.17
a21oi_1 0.36, nor2_1 0.10, a211oi_1 0.51, nor3_1 0.09
o21ai_1 0.14, o31ai_1 0.08, a221o_1 0.26
## layer usage
layer,vias up,global-route usage [%],routed length (µm),part of all wire [%]
met1,4778,27.1,17400,38
met2,657,30.5,20600,45
li1,4101,-,-,-
met4,2,6.46,1860,4.0
met5,-,0.938,57,0.12
met3,105,11.0,6230,14
## placed cells by master (no fill, tap or decap), types with 17 or more instances in the layout
master     instances
mux2i_1          114
a21oi_1           19
buf_4             59
nor2_1            64
clkbuf_16         31
nand4_1           17
a22oi_1           24
mux4_2            60
o21ai_0           20
nand2_1          117
a32o_1            18
nand3_1           36
edfxtp_1         264
