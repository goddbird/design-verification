==> design/flow/design.v <==
module register
#(
  parameter integer WIDTH=8
 )
 (
  input  wire clk  ,
  input  wire rst  ,
  input  wire load ,
  input  wire [WIDTH-1:0] data_in,
  output reg  [WIDTH-1:0] data_out
 );
  always @(posedge clk)
    if ( rst  ) data_out <= 0; else
    if ( load ) data_out <= data_in;
    else data_out<=data_out; 
endmodule
==> design/flow/run.sh <==
#!/bin/bash
# OpenROAD 26Q1-2900-gdf79404cd8, Yosys 0.63+post, stock flow scripts
make -C /OpenROAD-flow-scripts/flow DESIGN_CONFIG=/design/flow/config.mk WORK_HOME=/design/flow/orfs finish
==> design/flow/config.mk <==
export PLATFORM = sky130hd
export DESIGN_NAME = register
export DESIGN_NICKNAME = register
export VERILOG_FILES = /design/flow/design.v
export SDC_FILE = /design/flow/constraint.sdc
export NUM_CORES = 4
export LEC_CHECK = 1
export CORE_AREA = 10 10 70 70
export DIE_AREA = 0 0 80 80
==> design/flow/constraint.sdc <==
current_design register

set clk_period 1.0
set clk_io_pct 0.2

create_clock -name clk0 -period $clk_period [get_ports {clk}]

set non_clock_inputs [all_inputs -no_clocks]
set_input_delay [expr $clk_period * $clk_io_pct] -clock clk0 $non_clock_inputs
set_output_delay [expr $clk_period * $clk_io_pct] -clock clk0 [all_outputs]
==> impl_metrics.yaml <==
# generated from flow reports
floorplanning:
  fp.coreArea_mm2: 0.00342
  num_rows: 21
  ios: 19
  dieWidth_um: 80
  chip_area_mm2: 0.00640
  die_y_um: 80
  fp_util: 0.0835
clock_tree:
  cts_tree: "built"
  clockBufferDepth: 2
  cts_hold_buf: 0
  cts_max_level: 1
  path_clk_slew_ps: 50
  cts_inserted_buffers: 3
  clock-sinks: 8
  clock-root-buffer: "clkbuf_4"
  clk_latency_ps: 240
  cts_setup_buffers: 0
logic_synthesis:
  ys_types: 5
  synth_chip_area_um2: 285
  syn_area_um2: 285
  yosysWarnings: 1
  synth_top_area_share: 0.561
  ys.flops: 8
  async_flop_share: 0
  ys.flop_type: "dfxtp_1"
  ys_seq_share: 0.561
  syn_avg_cell_area_um2: 11.0
  ys_cells: 26
  synth.area.top_cells: "dfxtp_1 56%, mux2i_1 28%, nor2_1 11%"
  netlist_top_cells_count: "8 x dfxtp_1, 8 x mux2i_1, 8 x nor2_1"
  netlist_instances: 26
  synth_top_cell_by_area: "dfxtp_1"
  edf_count: 0
place:
  globalplace.congestion: 0.664
  dp.cells: 89
  port_buffers: 18
  place_area_um2: 528
run:
  warning_count: 25
  drv_cap: 0
worst_setup_path:
  cp_top_family: "flip-flops"
  r2r_cells: 2
  cp.required_ps: 800
  crit_buf_inv: 1
  arrival_ps: 740
  setup.worst_path.class: "flop to output pin"
  cpMaxStageDelayCell: "dfxtp_2"
  slowest_delay_ps: 330
  r2r_end: "data_out[0]"
  path_cells: "clkdlybuf4s15_1"
  cp_max_fo: 2
  r2r_slack_ps: 360
  r2r-start: "data_out[0]"
  cp-end-kind: "output pin"
  setup.worst_path.start_class: "flop"
timing:
  min_period_ps: 939
  grt_setup_unrepaired: "no"
  setup_tns_ps: 0
  worstMarginPinSlew_ps: 310
  hold_slack_ps: 414
  fin_crit_sh: 0.939
  finalSetupViolCount: 0
  finClkSkew_ps: 0
  hold_viol: 0
  drv_slew: 0
  fmax_mhz: 1060
  slew_headroom: 0.792
routing:
  initialDrtViolationCount: 4
  antenna_cells: 0
  wl_um: 879
  drc: 0
  vias: 251
  avgViaCountPerCell: 2.73
  routedWlPerCell_um: 9.55
  first_pass_iters: 2
  ant_nets: 0
global_route:
  grt_start_max_net_pins: 9
  grt_pass1_vias: 303
  grt_pass1_wl_um: 1360
  grt_overflow: 0
  track_usage: 0.0267
  grt_antenna_before_repair: 0
finish:
  regMostFlops: "data_out"
  largest_reg_flops: 8
  final_cells: 92
  drive_above_1_share: 0.283
  reg_top3: "data_out: 8 flops"
  stdcell_area_um2: 567
  syn2layout_area_growth_pct: 98.7
outcome:
  status: "finished clean"
min_path:
  hold_depth: 4
  hp-start: "load"
  worstHoldPathType: "input pin to flop"
  holdPathEnd: "data_out[0]"
pwr:
  power_uw: 697
  power_density_mw_per_mm2: 1230
  vdd_drop_max_mv: 0.217
  leakage_nw: 0.236
[metal layers]
| metal | GRT usage | vias up | routed length, um |
|---|---|---|---|
| met5 | 0 | - | 0 |
| met4 | 0.00704 | 0 | 5 |
| met3 | 0.0114 | 2 | 35 |
| met2 | 0.0554 | 2 | 568 |
| met1 | 0.0215 | 122 | 269 |
| li1 | - | 125 | - |
[tightest hold or removal path, delay by kind of cell]
kind,cells,cell delay [ps]
buffers and inverters,2,280
multiplexers,1,70
AND/OR/NAND/NOR,1,70
[area by class of cell]
class / count / area (um^2)
timing repair buffer: 19 / 203
sequential: 8 / 170
multi-input combinational: 16 / 114
fill: 387 / 2850
tap: 46 / 57.6
clock buffer: 3 / 22.5
[metrics by stage]
stage / worst slack (ps) / utilization
floorplan: 342 / -
global placement: -205 / 0.155
detailed placement: -220 / 0.155
CTS: 37.0 / 0.164
global route: 4.47 / 0.166
finish: 60.6 / 0.166
[where the power goes]
group	leakage (nW)	internal (mW)	switching (mW)
combinational	0.154	0.0824	0.0328
sequential	0.0689	0.343	0.0102
clock	0.0138	0.136	0.0924
total	0.236	0.561	0.135
[timing repair]
| action | 4_1_cts | 5_1_grt |
|---|---|---|
| endpoints found under the setup margin | 8 | 2 |
| gates resized | 24 | 2 |
| hold endpoints to repair | 0 | 0 |
[worst max path at each step]
stage      startpoint          end  slack [ps]  cells after the start
4_1_cts          load  data_out[0]          40                      4
5_1_grt   data_out[0]  data_out[0]           4                      1
6_report  data_out[0]  data_out[0]          60                      1
[cell families after synthesis]
logic type | after synthesis | share of synthesized area
buffers and inverters | 2 | 0.0526
flip-flops | 8 | 0.561
multiplexers | 8 | 0.281
AND/OR/NAND/NOR | 8 | 0.105
[placed cells by master (no fill, tap or decap)]
cell | synthesis | final
dlymetal6s2s_1 | 0 | 1
clkbuf_4 | 0 | 3
mux2i_1 | 8 | 7
mux2i_2 | 0 | 1
clkdlybuf4s50_1 | 0 | 9
clkdlybuf4s15_1 | 0 | 8
buf_12 | 0 | 1
dfxtp_2 | 0 | 8
nor2_1 | 8 | 8
Power figures rest on the tool's default switching activity, not on a simulated workload.
